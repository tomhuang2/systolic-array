[/design/flow/config.mk]
export PLATFORM = sky130hd
export DESIGN_NAME = sysarray
export DESIGN_NICKNAME = sysarray
export VERILOG_FILES = /design/flow/design.v
export SDC_FILE = /design/flow/constraint.sdc
export NUM_CORES = 4
export LEC_CHECK = 1
export CORE_UTILIZATION = 30
export SYNTH_HDL_FRONTEND = slang
[/design/flow/constraint.sdc]
current_design sysarray

set clk_period 9.0
set clk_io_pct 0.2

create_clock -name clk0 -period $clk_period [get_ports {clk}]

set non_clock_inputs [all_inputs -no_clocks]
set_input_delay [expr $clk_period * $clk_io_pct] -clock clk0 $non_clock_inputs
set_output_delay [expr $clk_period * $clk_io_pct] -clock clk0 [all_outputs]
[/design/flow/design.v]
`default_nettype none
`timescale 1ns/1ns
module pe #(
    parameter int A_W = 8,  
    parameter int B_W = 8,
    parameter int ACC_W = 18
) (
    input logic clk, 
    input logic rst,  
    input logic clr,  
    input logic signed [A_W-1:0] a_in,
    input logic signed [B_W-1:0] b_in,
    output logic signed [A_W-1:0] a_out,
    output logic signed [B_W-1:0] b_out,
    output logic signed [ACC_W-1:0] acc_out
);
    localparam int PROD_W = A_W + B_W;
    logic signed [PROD_W-1:0] prod;
    assign prod = a_in * b_in;
    always_ff @(posedge clk) begin
        if (rst) begin
            acc_out <= '0;
            a_out <= '0;
            b_out <= '0;
        end else if (clr) begin
            acc_out <= '0;
            a_out <= a_in;
            b_out <= b_in;
        end else begin
            a_out <= a_in;
            b_out <= b_in;
            acc_out <= acc_out + $signed(prod);
        end
    end
endmodule
`default_nettype none
`timescale 1ns/1ns
module sysarray #(
    parameter int A_W = 8,  
    parameter int B_W = 8,  
    parameter int ACC_W = 18
) (
    input logic clk,
    input logic rst,
    input logic clr,
    input logic signed [A_W-1:0] left [0:2],
    input logic signed [B_W-1:0] top [0:2],
    output logic signed [ACC_W-1:0] out [0:8]
);
    logic signed [A_W-1:0] a_bus [0:2][0:3];  
    logic signed [B_W-1:0] b_bus [0:3][0:2];
    assign a_bus[0][0] = left[0];  
    assign a_bus[1][0] = left[1];
    assign a_bus[2][0] = left[2];
    assign b_bus[0][0] = top[0];
    assign b_bus[0][1] = top[1];
    assign b_bus[0][2] = top[2];
    pe #(.A_W(A_W),.B_W(B_W),.ACC_W(ACC_W)) pe1 (
        .clk(clk), 
        .rst(rst), 
        .clr(clr),
        .a_in(a_bus[0][0]), 
        .b_in(b_bus[0][0]),
        .a_out(a_bus[0][1]),
        .b_out(b_bus[1][0]),
        .acc_out(out[0])
    );
    pe #(.A_W(A_W),.B_W(B_W),.ACC_W(ACC_W)) pe2 (
        .clk(clk), 
        .rst(rst), 
        .clr(clr),
        .a_in(a_bus[0][1]), 
        .b_in(b_bus[0][1]),
        .a_out(a_bus[0][2]),
        .b_out(b_bus[1][1]),
        .acc_out(out[1])
    );
    pe #(.A_W(A_W),.B_W(B_W),.ACC_W(ACC_W)) pe3 (
        .clk(clk), 
        .rst(rst), 
        .clr(clr),
        .a_in(a_bus[0][2]), 
        .b_in(b_bus[0][2]),
        .a_out(a_bus[0][3]),
        .b_out(b_bus[1][2]),
        .acc_out(out[2])
    );
    pe #(.A_W(A_W),.B_W(B_W),.ACC_W(ACC_W)) pe4 (
        .clk(clk), 
        .rst(rst), 
        .clr(clr),
        .a_in(a_bus[1][0]), 
        .b_in(b_bus[1][0]),
        .a_out(a_bus[1][1]),
        .b_out(b_bus[2][0]),
        .acc_out(out[3])
    );
    pe #(.A_W(A_W),.B_W(B_W),.ACC_W(ACC_W)) pe5 (
        .clk(clk), 
        .rst(rst), 
        .clr(clr),
        .a_in(a_bus[1][1]), 
        .b_in(b_bus[1][1]),
        .a_out(a_bus[1][2]),
        .b_out(b_bus[2][1]),
        .acc_out(out[4])
    );
    pe #(.A_W(A_W),.B_W(B_W),.ACC_W(ACC_W)) pe6 (
        .clk(clk), 
        .rst(rst), 
        .clr(clr),
        .a_in(a_bus[1][2]), 
        .b_in(b_bus[1][2]),
        .a_out(a_bus[1][3]),
        .b_out(b_bus[2][2]),
        .acc_out(out[5])
    );
    pe #(.A_W(A_W),.B_W(B_W),.ACC_W(ACC_W)) pe7 (
        .clk(clk), 
        .rst(rst), 
        .clr(clr),
        .a_in(a_bus[2][0]), 
        .b_in(b_bus[2][0]),
        .a_out(a_bus[2][1]),
        .b_out(b_bus[3][0]),
        .acc_out(out[6])
    );
    pe #(.A_W(A_W),.B_W(B_W),.ACC_W(ACC_W)) pe8 (
        .clk(clk), 
        .rst(rst), 
        .clr(clr),
        .a_in(a_bus[2][1]), 
        .b_in(b_bus[2][1]),
        .a_out(a_bus[2][2]),
        .b_out(b_bus[3][1]),
        .acc_out(out[7])
    );
    pe #(.A_W(A_W),.B_W(B_W),.ACC_W(ACC_W)) pe9 (
        .clk(clk), 
        .rst(rst), 
        .clr(clr),
        .a_in(a_bus[2][2]), 
        .b_in(b_bus[2][2]),
        .a_out(a_bus[2][3]),
        .b_out(b_bus[3][2]),
        .acc_out(out[8])
    );
endmodule
[/design/flow/run.sh]
#!/bin/bash
# OpenROAD 26Q1-2900-gdf79404cd8, Yosys 0.63+post, stock flow scripts
make -C /OpenROAD-flow-scripts/flow DESIGN_CONFIG=/design/flow/config.mk WORK_HOME=/design/flow/orfs finish
==> results.toml <==
# yosys + openroad results
[yosys]
edf_count = 0
top_area_cell = "fa_1"
synthTopCellsByArea = "fa_1, dfxtp_1, ha_1, inv_1, and2_1"
yosys_area_um2 = 35600
netlist_instances = 3599
ys_cells = 3599
synthArstFlopShare_pct = 0
top_cell_area_share_pct = 40.5
synth_warnings = 0
ys_seq_share_pct = 14.5
synth_flops = 258
synth_area_per_cell_um2 = 9.89
ys_types = 50
synthFlopType = "dfxtp_1"
synth_area_um2 = 35600

[clocking]
numCtsBuffers = 38
cts_sinks = 258
post_cts_buffers = 0
cts_tree = "built"
cts.path.max_buffers = 3
clk_pin_slew_ps = 50
htreeDepth = 2
cts_resized = 0
cts_hold_buf = 0
clk_latency_ps = 580
cts_root_buffer = "clkbuf_16"

[global_route]
grt_max_degree = 56
grt.overflow.total = 0
antenna_found_initial = 2
busiest_layer = "met2"
grt_use_met1_pct = 20.2
use_met3_pct = 6.30
grtUsageMet2_pct = 24.3
grt_usage_pct = 15.1
first_global_vias = 25500
grt_first_pass_wirelength_um = 138000

[sta]
rsz0062_at_grt = "false"
tightest_slew_ps = 762
max_freq_mhz = 145
hold_violations = 0
slew_headroom_pct = 49.2
slew_viol_final = 0
setup_slack_ps = 2090
finalCritPeriodShare_pct = 76.8
fin_setup_tns_ps = 0
period_needed_ps = 6910
setup_violations = 0
clock_skew_ps = 26.8

[drt]
drt-initial-drc-count = 705
vias = 23400
wire_per_inst_um = 15.2
antenna_left = 0
dr.pass1.iters = 5
drc = 0
totalWireLength_um = 81200
via_per_inst = 4.37
antennaDiodeCount = 0

[worst_setup_path]
slowest_delay_ps = 760
critPathMaxFanout = 11
worstSetupEndpointType = "register"
cp_cell_sequence = "clkdlybuf4s50_1, and2_1, inv_1, fa_1, inv_1, fa_1, fa_1, fa_1, fa_1, ha_1, o21ai_0, nor2_1, o41ai_1, o21ai_0, xnor2_1, nor2_1"
start_kind = "input port"
worstPathRequired_ps = 9430
path_class = "input port to register"
cpMaxStageDelayCell = "clkdlybuf4s50_1"
arrival_ps = 7340
crit_path_frequent_cell = "fa_1"

[place]
place_ws_ps = 1520
routabilityCongestion = 0.895
io_buffer_count = 212
dp_hpwl_um = 68900

[floorplanning]
core_um2 = 117000
initCoreUtil_pct = 30.5
rows = 125
dieArea_um2 = 120000
io_pins = 213
die_height_um = 346
die_w_um = 346

[cells_and_area]
comb_area_um2 = 27300
drive_above_1_share_pct = 2.19
regArea_um2 = 5160
area_growth_pct = 14.8
fill_cells = 11600

[status]
status = "finished, final reports clean"

[power]
power_density_nw_per_um2 = 195
ir_drop_uv = 271
leakage_nw = 20.6

[run]
maxCapViolations = 0
tool_warnings = 43

[min_path]
hp-class = "register to register"
-- cell usage after synthesis (2+ instances only) --
library cell,n
a21oi_1,42
a211oi_1,33
o211a_1,2
clkinv_1,9
nor2b_1,97
o21a_1,24
o21ai_0,68
nor3_1,35
or2_2,3
or4_1,2
nor2_1,192
fa_1,720
nand2b_1,18
xor2_1,49
a2111oi_2,2
a31o_2,3
xnor2_1,103
nand2_1,250
o211ai_1,12
a41oi_1,8
a311oi_1,4
clkbuf_1,55
o21bai_1,20
nor4_1,6
or3_1,4
ha_1,378
and3_1,3
and2_1,353
dfxtp_1,258
nand3_1,4
a31oi_1,6
a211o_1,3
nand4_1,6
inv_1,780
a21o_1,30
mux2i_1,3
-- worst max-delay path, delay by kind of cell --
| kind | cells | cell delay, ps |
|---|---|---|
| compound gates | 3 | 880 |
| xor+xnor | 1 | 170 |
| fa+ha+maj | 6 | 2730 |
| buf+inv | 3 | 940 |
| simple gates | 3 | 810 |
-- state kept, by name (all words and copies together) (netlist names), 18 cells and up --
name	flops
pe8.acc_out	18
pe5.acc_out	18
pe2.acc_out	18
pe9.acc_out	18
pe6.acc_out	18
pe3.acc_out	18
pe1.acc_out	18
pe4.acc_out	18
pe7.acc_out	18
-- through the flow --
step / total power [mW] / hold WS, ps / utilization [%] / std cells / cell area (µm²)
detailed placement: 6.34 / 575 / 33.8 / 5288 / 39500
global placement: 6.36 / 568 / 33.8 / 5288 / 39500
global route: 8.89 / 608 / 35.0 / 5356 / 40900
floorplan: 5.09 / 500 / - / 3599 / 35600
finish: 7.96 / 582 / 35.0 / 5356 / 40900
CTS: 8.14 / 589 / 35.0 / 5356 / 40900
-- cells in the final DEF, fill, tap and decap left out, types with 9 or more instances in the layout --
master | netlist | routed
a211oi_1 | 33 | 33
a21o_1 | 30 | 30
a21oi_1 | 42 | 42
and2_1 | 353 | 353
buf_4 | 0 | 9
clkbuf_16 | 0 | 39
clkbuf_8 | 0 | 9
clkdlybuf4s50_1 | 0 | 211
clkinv_1 | 9 | 9
dfxtp_1 | 258 | 258
fa_1 | 720 | 720
ha_1 | 378 | 378
inv_1 | 780 | 780
nand2_1 | 250 | 250
nand2b_1 | 18 | 18
nor2_1 | 192 | 191
nor2b_1 | 97 | 97
nor3_1 | 35 | 35
o211ai_1 | 12 | 12
o21a_1 | 24 | 24
o21ai_0 | 68 | 68
o21bai_1 | 20 | 20
xnor2_1 | 103 | 103
xor2_1 | 49 | 49
-- metal layers --
metal	share of wire, %	routed length (µm)
met5	0.015	12
met4	1.3	1070
met3	9.9	8060
met2	48	38900
met1	41	33100
-- report_power, final --
group	leakage (nW)	switching [mW]	internal (mW)
Combinational	17.8	2.52	2.26
Sequential	2.12	0.200	1.31
Clock	0.670	0.628	1.04
Total	20.6	3.35	4.61
-- cells by family (layout without fill, tap and decap cells) --
| logic type | count (synthesis) | after routing | share of synthesized area [%] |
|---|---|---|---|
| buffers and inverters | 844 | 1077 | 8.90 |
| AOI/OAI and AO/OA | 267 | 267 | 5.00 |
| and+or+nand+nor | 976 | 976 | 13.9 |
| muxes | 3 | 3 | 0.0844 |
| DFF | 258 | 258 | 14.5 |
| xor gates and xnor gates | 153 | 153 | 3.79 |
| adders and majority gates | 1098 | 1098 | 53.8 |
-- path summary, 6_finish.rpt --
kind,from,end,slack (ps),depth (start not counted)
max,top[0],pe3.acc_out[15],2090,16
min reg2reg,pe1.acc_out[0],pe1.acc_out[0],580,2
max reg2reg,pe2.b_out[0],pe5.acc_out[15],3430,15
min,pe1.acc_out[0],pe1.acc_out[0],580,2
-- layout make-up --
| cell class | count | share of cell area (%) |
|---|---|---|
| Multi-Input combinational cell | 2497 | 66.7 |
| Sequential cell | 258 | 12.6 |
| Inverter | 789 | 7.25 |
| Timing Repair Buffer | 220 | 5.33 |
| Tap cell | 1524 | 4.67 |
| Clock buffer | 53 | 2.74 |
| Clock inverter | 15 | 0.628 |
Power figures rest on the tool's default switching activity, not on a simulated workload.
